==> design.v <==
module i2c_sr1
  (
   input       clk_i,
   input       rstn_i,
   input       smb_alert_in_i,
   input       rw_pe_clr_i,
   input       rw_start_i,
   input       rw_nostretch_i,
   input       rw_smbus_i,
   input       rw_smbtype_i,
   input       rw_alert_i,
   input       rw_iterren_i,
   input       rw_itevten_i,
   input       rw_itbufen_i,
   input [5:0] rw_freq_i,
   input       rr_msl_i,  
   input       rr_tra_i,  
   input [7:0] rr_pec_i,
   output reg  rr_sb_o,
   output reg  rr_addr_o,
   output reg  rr_btf_o,
   output reg  rr_stopf_o,
   output      rr_rxne_o,
   output      rr_txe_o,
   output reg  rr_add10_o,
   input       rw_berr_i,
   output      rw_berr_set_o,
   output      rw_berr_val_o,
   input       rw_arlo_i,
   output      rw_arlo_set_o,
   output      rw_arlo_val_o,
   input       rw_af_i,
   output      rw_af_set_o,
   output      rw_af_val_o,
   input       rw_ovr_i,
   output      rw_ovr_set_o,
   output      rw_ovr_val_o,
   input       rw_pecerr_i,
   output      rw_pecerr_set_o,
   output      rw_pecerr_val_o,
   input       rw_timeout_i,
   output      rw_timeout_set_o,
   output      rw_timeout_val_o,
   input       rw_smbalert_i,
   output      rw_smbalert_set_o,
   output      rw_smbalert_val_o,
   output      it_event_o,
   output      it_error_o,
   output      ph_addr_o,
   input       mst_state_idle_i,
   input       mst_set_sb_i,
   input       mst_set_addr_i,
   input       slv_set_addr_i,
   input       mst_set_btf_i,
   input       slv_set_btf_i,
   input       mst_set_add10_i,
   input       mst_set_berr_i,
   input       slv_set_berr_i,
   input       mst_set_af_i,
   input       slv_set_af_i,
   input       slv_set_alert_i,
   input       slv_set_perr_i,
   input       mst_set_perr_i,
   input       mst_tx_cmplt_i,
   input       mst_rxbyte_rdy_i,
   input       ic_clk_oe_i,
   input       scl_int_i,
   input       s_det_i,
   input       p_det_i,
   input       tx_pop_i,
   input       rx_push_i,
   input       arb_lost_i,
   input       wr_dr_i,
   input       rd_dr_i,
   input       rd_sr2_i,
   input       wr_cr1_i
   );
    assign it_event_o  = rw_itevten_i & (rr_sb_o | rr_addr_o | rr_add10_o | rr_btf_o | rr_stopf_o | 
                                         (rw_itbufen_i & (rr_txe_o | rr_rxne_o)));
    assign it_error_o = rw_iterren_i & (rw_berr_i | rw_arlo_i | rw_af_i | rw_ovr_i | rw_pecerr_i | rw_timeout_i | rw_smbalert_i);
    always @(posedge clk_i or negedge rstn_i) begin
        if (!rstn_i) begin
            rr_sb_o <= 1'b0;
        end
        else if(rw_pe_clr_i | wr_dr_i) begin
            rr_sb_o <= 1'b0;
        end
        else if(mst_set_sb_i) begin
            rr_sb_o <= 1'b1 ;
        end
    end
    always @(posedge clk_i or negedge rstn_i) begin
        if (!rstn_i) begin
            rr_addr_o <= 1'b0;
        end
        else if(rw_pe_clr_i | rd_sr2_i) begin
            rr_addr_o <= 1'b0;
        end
        else if(mst_set_addr_i | slv_set_addr_i) begin
            rr_addr_o <= 1'b1;
        end
    end
    reg [1:0] st_dr;
    assign ph_addr_o = ~st_dr[1] ;
    always @(posedge clk_i or negedge rstn_i) begin
        if (!rstn_i) begin
            st_dr <= 2'b0;
        end
        else if(rw_pe_clr_i | rw_arlo_i | s_det_i | (p_det_i & rr_tra_i)) begin
            st_dr <= 2'b0;
        end
        else begin
            st_dr[1] <= rr_addr_o & rd_sr2_i ? 1'b1 : st_dr[1] ;
            st_dr[0] <= (wr_dr_i | rx_push_i) ? 1'b1 : (rd_dr_i | tx_pop_i) ? 1'b0 : st_dr[0] ;
        end
    end
    assign rr_txe_o  =  rr_tra_i & st_dr[1] & ~st_dr[0] ;
    assign rr_rxne_o  = ~rr_tra_i &st_dr[1] & st_dr[0] ;
    reg btf_set_r;
    always @(posedge clk_i or negedge rstn_i) begin
        if (!rstn_i) begin
            btf_set_r <= 1'b0;
        end
        else begin
            btf_set_r <= (mst_set_btf_i | slv_set_btf_i) ;
        end
    end
    always @(posedge clk_i or negedge rstn_i) begin
        if (!rstn_i) begin
            rr_btf_o <= 1'b0;
        end
        else if(rw_pe_clr_i | p_det_i | s_det_i | rw_nostretch_i) begin
            rr_btf_o <= 1'b0;
        end
        else begin
            rr_btf_o <= btf_set_r ? 1'b1 : (tx_pop_i | rx_push_i) ? 1'b0 : rr_btf_o ;
        end
    end
    always @(posedge clk_i or negedge rstn_i) begin
        if (!rstn_i) begin
            rr_add10_o <= 1'b0;
        end
        else begin
            rr_add10_o <= (rw_pe_clr_i | wr_dr_i) ? 1'b0 : mst_set_add10_i ? 1'b1 : rr_add10_o ;
        end
    end
    always @(posedge clk_i or negedge rstn_i) begin
        if (!rstn_i) begin
            rr_stopf_o <= 1'b0;
        end
        else begin
            rr_stopf_o <= (rw_pe_clr_i | rr_msl_i | wr_cr1_i) ? 1'b0 : (p_det_i & ~rw_af_i) ? 1'b1 : rr_stopf_o;
        end
    end
    assign rw_berr_set_o  = rw_pe_clr_i | (mst_set_berr_i | slv_set_berr_i);
    assign rw_berr_val_o  = rw_pe_clr_i ? 1'b0 : 1'b1 ;
    assign rw_arlo_set_o  = rw_pe_clr_i | arb_lost_i ;
    assign rw_arlo_val_o  = rw_pe_clr_i ? 1'b0 : 1'b1 ;
    assign rw_af_set_o  = rw_pe_clr_i | (mst_set_af_i | slv_set_af_i) ;
    assign rw_af_val_o  = rw_pe_clr_i ? 1'b0 : 1'b1 ;
    assign rw_ovr_set_o  = rw_pe_clr_i | (slv_set_btf_i & rw_nostretch_i) ;
    assign rw_ovr_val_o  = rw_pe_clr_i ? 1'b0 : 1'b1 ;
    assign rw_pecerr_set_o  = rw_pe_clr_i | slv_set_perr_i | mst_set_perr_i;
    assign rw_pecerr_val_o  = rw_pe_clr_i ? 1'b0 : (rr_pec_i != 8'h0) ;
    wire ps0_us,ps0_ms,ps0_tout;
    wire ps1_us,ps1_ms,ps1_tout;
    reg [5:0] cnt0_ck,cnt1_ck;
    reg [9:0] cnt0_us,cnt1_us;
    reg [4:0] cnt0_ms,cnt1_ms;
    reg       cnt1_en;
    wire      ext_det;
    wire [4:0] tout1_ms;
    wire       cnt1_beg,cnt1_end;
    assign ps0_us = (cnt0_ck == rw_freq_i - 6'b1) ;
    assign ps0_ms = ps0_us & (cnt0_us == 10'd999) ;
    assign ps0_tout  = ps0_ms & (cnt0_ms == 5'd24) ;  
    always @(posedge clk_i or negedge rstn_i) begin
        if (!rstn_i) begin
            cnt0_ck  <= 6'b0;
            cnt0_us  <= 10'b0;
            cnt0_ms  <= 5'b0;
        end
        else if(~rw_smbus_i | scl_int_i)begin
            cnt0_ck  <= 6'b0;
            cnt0_us  <= 10'b0;
            cnt0_ms  <= 5'b0;
        end
        else begin
            cnt0_ck  <= ps0_us   ? 6'b0  : cnt0_ck + 6'b1 ;
            cnt0_us  <= ps0_ms   ? 10'b0 : cnt0_us + {9'd0,ps0_us} ;
            cnt0_ms  <= ps0_tout ? 5'b0  : cnt0_ms + {4'd0,ps0_ms} ;
        end
    end
    assign ext_det  = ic_clk_oe_i ;
    assign ps1_us = (cnt1_ck == rw_freq_i - 6'b1) ;
    assign ps1_ms  = ps1_us & (cnt1_us == 10'd999) ;
    assign tout1_ms  = rr_msl_i ? 5'd9 : 5'd24 ;
    assign cnt1_beg = (mst_tx_cmplt_i | mst_rxbyte_rdy_i | s_det_i) ; 
    assign cnt1_end = (mst_tx_cmplt_i | mst_rxbyte_rdy_i | p_det_i) ; 
    assign ps1_tout = ps1_ms & (cnt1_ms == tout1_ms) ;
    always @(posedge clk_i or negedge rstn_i) begin
        if (!rstn_i) begin
            cnt1_ck <= 6'b0;
            cnt1_us <= 10'b0;
            cnt1_ms <= 5'b0;
            cnt1_en <= 1'b0;
        end
        else if(~rw_smbus_i | p_det_i)begin
            cnt1_ck <= 6'b0;
            cnt1_us <= 10'b0;
            cnt1_ms <= 5'b0;
            cnt1_en <= 1'b0;
        end
        else begin
            cnt1_en  <= cnt1_beg ? 1'b1  : cnt1_end ? 1'b0  : cnt1_en ;
            cnt1_ck  <= cnt1_beg ? 6'b0  : ps1_us   ? 6'b0  : cnt1_ck + {5'd0,cnt1_en & ext_det};
            cnt1_us  <= cnt1_beg ? 10'b0 : ps1_ms   ? 10'b0 : cnt1_us + {9'd0,ps1_us} ;
            cnt1_ms  <= cnt1_beg ? 5'b0  : ps1_tout ? 5'b0  : cnt1_ms + {4'd0,ps1_ms} ;
        end
    end
    assign rw_timeout_set_o  = rw_pe_clr_i | (ps0_tout | ps1_tout) ;
    assign rw_timeout_val_o  = rw_pe_clr_i ? 1'b0 : 1'b1 ;
    reg [1:0] alert_in_sync;
    always @(posedge clk_i or negedge rstn_i) begin
        if (!rstn_i) begin
            alert_in_sync <= 2'b11;
        end
        else if(rw_smbus_i & rw_smbtype_i) begin
            alert_in_sync <= {alert_in_sync[0],smb_alert_in_i};
        end
    end
    assign rw_smbalert_set_o  = rw_pe_clr_i | ~alert_in_sync[1] | slv_set_alert_i ;
    assign rw_smbalert_val_o  = rw_pe_clr_i ? 1'b0 : 1'b1 ;
endmodule
==> run.sh <==
#!/bin/bash
# OpenROAD 26Q1-2900-gdf79404cd8, Yosys 0.63+post, stock flow scripts
make -C /OpenROAD-flow-scripts/flow DESIGN_CONFIG=/design/flow/config.mk WORK_HOME=/design/flow/orfs finish
==> config.mk <==
export PLATFORM = sky130hd
export DESIGN_NAME = i2c_sr1
export DESIGN_NICKNAME = i2c_sr1
export VERILOG_FILES = /design/flow/design.v
export SDC_FILE = /design/flow/constraint.sdc
export NUM_CORES = 4
export LEC_CHECK = 1
export CORE_UTILIZATION = 40
==> constraint.sdc <==
current_design i2c_sr1

set clk_period 3.9
set clk_io_pct 0.2

create_clock -name clk0 -period $clk_period [get_ports {clk_i}]

set non_clock_inputs [all_inputs -no_clocks]
set_input_delay [expr $clk_period * $clk_io_pct] -clock clk0 $non_clock_inputs
set_output_delay [expr $clk_period * $clk_io_pct] -clock clk0 [all_outputs]
==> results.txt <==
Notes on the physical implementation.

- The maximum clock frequency is 262 MHz, for reference.
- The final-report hold violation count is 0, for reference.
- Excluding fillers, the count of instances in the completed layout stands at 474.
- The reported max-cap violation count is 0, for reference.
- The first-pass detailed-route iteration total is 4, for reference.
- The sequential cell area fraction in the yosys report is 45.7%, for reference.
- The vertical die size is 87.3 µm, for reference.
- The relative slew slack is 44.6%, for reference.
- The cell family contributing the most delay on the critical path is buffers and inverters.
- The total of fill cells in the finished design is 600, for reference.
- The type of the most critical hold path is in2async, for reference.
- The largest net degree at the start of global routing is 43, for reference.
- The data required time of the worst path is 3.12 ns, for reference.
- The number of I/O port buffers is 82, for reference.
- The synth_stat.txt file lists the number of cells as 283.
- The actual transition at the worst max-transition pin is 0.831 ns, for reference.
- The H-tree generated during clock tree synthesis spans 2 levels.
- The number of warnings reported in the yosys synthesis log is 1, for reference.
- The first global-routing pass estimated 10,400 µm of wire.
- By area the synthesized netlist is led by sky130_fd_sc_hd__dfrtp_1, sky130_fd_sc_hd__xnor2_1, sky130_fd_sc_hd__xor2_1, sky130_fd_sc_hd__nor3_1, sky130_fd_sc_hd__ha_1.
- Once iteration 0 of detailed routing completed, the report listed 87 DRC markers.
- The final weighted congestion in routability-driven placement is 0.800, for reference.
- The sort of element at the end of the critical path is an output pin, for reference.
- Counting distinct cell types in the post-synthesis netlist gives 37.
- In the global route stage, met1 resource usage came out at 26.9%.
- The leakage dissipation is 1.67 nW, for reference.
- met2 is the most crowded layer.
- The timing report notes that buffer and inverter cells on the critical path total 4.
- The deepest clock path buffer count is 2, for reference.
- Across all hold checks on the routed design, the worst slack comes to 0.325 ns.
- The chip occupies 7620 µm².
- The total number of vias is 2,315, for reference.
- The number of warnings reported in the stage logs is 28.
- Per the detail_route report, vias per standard cell equal 4.88.
- For reference, the critical path cell chain is clkdlybuf4s50_1 -> nor3_2 -> buf_4 -> xnor2_1 -> nand4_1 -> buf_6 -> nor4_4 -> a211o_1 -> clkdlybuf4s50_1.
- The die width is 87.3 µm, for reference.
- The CTS root buffer is sky130_fd_sc_hd__clkbuf_8, for reference.
- The critical path in this run is classified as in2out.
- sky130_fd_sc_hd__dfrtp_1 takes more of the synthesized area than any other cell.
- For this sky-water flow run, the detailed-routed wirelength per cell is reported as 13.0 µm.
- The largest fanout of any net on the critical path is 3, for reference.
- The most frequent cell on the critical path is sky130_fd_sc_hd__clkdlybuf4s50_1, for reference.
- The maximum single-stage delay on the critical path is 0.51 ns, for reference.
- For the final routed database, the setup TNS stands at 0 ns.
- The clock skew is 0.0143 ns, for reference.
- Per the skew report, the later register of the worst-skew pair sees a clock latency of 0.31 ns.
- The power per unit of standard cell area is 257 nW/µm², for reference.
- The met2 layer usage reported by global route is 28.4%, for reference.
- The clock buffer count from CTS is 5, for reference.
- The synthesized instance count is 283, for reference.
- The number of I/O pins is 86, for reference.
- For this run, the chip area from Yosys synthesis comes to 2910 µm².
- At the worst endpoint, the arrival time is 3.04 ns.
- After floorplanning, the core was sized to cover 6910 µm².
- The worst setup path is launched from an input pin.
- Setup repair after global routing left no endpoint under its margin.
- The maximum vdd ir drop is 128 µV, for reference.
- The number of storage elements in the synthesis netlist is 53, for reference.
- The post-placement cell count is 465, for reference.
- The average cell area after synthesis is 10.3 µm², for reference.
- The global-route usage over all layers is 17.7%, for reference.
- The clock period could shrink to 3.82 ns.
- The synthesis stats list as the most numerous cell sky130_fd_sc_hd__dfrtp_1.
- The via count of the first global-routing pass is 2,322, for reference.
- The post-route DRC violation count is 0, for reference.
- The wire length reported by the detailed router is 6180 µm, for reference.
- Per the GRT congestion report, total overflow comes to 0.
- Summed over its instances, the top area cell type makes up 43.9% of the synthesized netlist area.
- The number of antenna violations at the first check in global routing was 0.
- The total clock sinks is 53, for reference.
- TritonCTS built the clock tree.
- The final count of pins violating max slew is 0, for reference.
- The largest individual stage delay along the critical path comes from the cell sky130_fd_sc_hd__clkdlybuf4s50_1.
- The cell area that synthesis handed to floorplanning was 2910 µm².
- Per the run report, area growth between synthesis and finish was 38.1%.
- The global-route track usage on met3 is 3.08%, for reference.
- The number of diodes is 0, for reference.
- The number of flops mapped to enable cells by yosys is 0, for reference.
- The final timing report counts setup violations totalling 0.
- For this run, asynchronously set or reset flops after synthesis account for 100%.
- The flow ran to the end, and the final reports show no timing, DRC or antenna violations.
- The initial utilization of the core area, before any placement, comes to 42.1%.
- The floorplan row count is 30, for reference.
- The remaining antenna violation count after routing is 0, for reference.
- The design draws 1.03 mW.
- The ratio of final minimum period to clock period is 97.9%, for reference.
- The half-perimeter wire length of the detailed placement result is 4650 µm, for reference.
- At the end of the flow the core is filled with cells to 58.2%.
- Counting instances in the post-synthesis netlist gives the leading cell types as sky130_fd_sc_hd__dfrtp_1, sky130_fd_sc_hd__nor3_1, sky130_fd_sc_hd__nor2_1.
- The share of post-route cells with drive strength above 1 is 11.1%, for reference.
- The registers of the reported paths see a clock transition of 0.10 ns.
- The commonest register cell is sky130_fd_sc_hd__dfrtp_1.
cells by family (layout without fill, tap and decap cells):
group / count (synthesis) / count (layout) / synth area share (%)
AND/OR/NAND/NOR: 132 / 132 / 25.7
flip-flops: 53 / 53 / 45.7
XOR/XNOR: 46 / 46 / 15.3
buffers and inverters: 22 / 117 / 3.61
AND-OR/OR-AND: 16 / 16 / 3.74
adder cells (fa/ha/maj): 12 / 12 / 5.16
multiplexers: 2 / 2 / 0.774
sequential cells by signal (all words and copies together), names as in the netlist:
name and flops:
btf_set_r 1, st_dr 2, rr_sb_o 1, alert_in_sync 2
cnt0_ck 6, rr_add10_o 1, cnt0_ms 5, rr_addr_o 1
cnt1_en 1, cnt1_ms 5, cnt1_us 10, cnt0_us 10
rr_btf_o 1, rr_stopf_o 1, cnt1_ck 6
what timing repair did:
| action | in CTS | in global routing |
|---|---|---|
| pin swaps | 1 | 2 |
| endpoints found under the hold margin | 0 | 0 |
| buffers inserted | 0 | 1 |
| resized | 2 | 5 |
| setup endpoints to repair | 1 | 1 |
| hold buffers | 0 | 0 |
worst register-to-register path, stage by stage, from the launching register on:
cell	delay, ns
sky130_fd_sc_hd__dfrtp_1	0.44
sky130_fd_sc_hd__xor2_1	0.17
sky130_fd_sc_hd__xnor2_1	0.18
sky130_fd_sc_hd__nand4_1	0.15
sky130_fd_sc_hd__buf_6	0.15
sky130_fd_sc_hd__buf_4	0.13
sky130_fd_sc_hd__nor2_1	0.15
sky130_fd_sc_hd__ha_1	0.22
sky130_fd_sc_hd__ha_1	0.26
sky130_fd_sc_hd__nand3_1	0.11
sky130_fd_sc_hd__xor2_1	0.15
sky130_fd_sc_hd__nor3_1	0.15
power breakdown:
group,total [mW],leakage [nW],switching (mW),internal [mW]
Combinational,0.156,0.905,0.0551,0.101
Sequential,0.567,0.725,0.00636,0.561
Clock,0.310,0.0374,0.183,0.127
Total,1.03,1.67,0.244,0.789
per-layer routing:
layer,wire (µm),vias up,share of wire (%)
li1,-,1168,-
met1,3040,1083,49
met2,2790,60,45
met3,302,4,4.9
met4,51,0,0.82
met5,0,-,0
per-stage QoR:
stage	worst slack, ns	area [µm²]
finish	0.0835	4020
global route	0.000158	4020
CTS	0.0435	4000
detailed placement	-0.00492	3890
global placement	-0.0255	3890
floorplan	0.940	2910
cell usage in the layout, fill, tap and decap left out, drive strengths merged, types with 2 or more instances in the layout:
master          n
dfrtp          51
a211o           2
xnor2          22
nor3b          12
nand2b          2
nand3          20
and3            4
clkinvlp        2
dfstp           2
nand4b          2
a211oi          6
nor4            6
clkbuf          6
buf            17
or4             4
nor2           24
a21oi           4
xor2           21
clkdlybuf4s50  79
nor3           38
ha             12
inv            11
or3             3
dlymetal6s2s    2
mux2            2
nand2          12
nand4           2
xnor3           2
or2             2
area by class of cell:
class | count | area, µm² | share of cell area [%]
multi-input cells | 208 | 1500 | 37.3
flip-flops and latches | 53 | 1330 | 33.1
repair buffers | 98 | 945 | 23.5
well taps | 96 | 120 | 2.99
clock buffers | 6 | 72.6 | 1.81
inverters | 11 | 41.3 | 1.03
clock inverters | 2 | 15.0 | 0.373
worst paths after layout:
| check | slack, ns | from | to | depth (start not counted) |
|---|---|---|---|---|
| worst min register to register | 0.50 | btf_set_r | rr_btf_o | 2 |
| min in group clk0 | 0.50 | btf_set_r | rr_btf_o | 2 |
| worst min-delay path | 0.33 | rstn_i | cnt1_us[7] | 1 |
| worst max register to register | 1.57 | cnt1_ck[3] | cnt1_us[6] | 11 |
| max in group asynchronous | 2.72 | rstn_i | cnt1_ms[4] | 2 |
| worst max-delay path | 0.08 | rw_freq_i[2] | rw_timeout_set_o | 9 |
Power and IR drop assume default switching activity.
