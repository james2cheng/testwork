===== config.mk =====
export PLATFORM = sky130hd
export DESIGN_NAME = i2c_remap
export DESIGN_NICKNAME = i2c_remap
export VERILOG_FILES = /design/flow/design.v
export SDC_FILE = /design/flow/constraint.sdc
export NUM_CORES = 4
export LEC_CHECK = 1
export CORE_AREA = 10 10 102 102
export DIE_AREA = 0 0 112 112

===== constraint.sdc =====
current_design i2c_remap

set clk_period 4.0
set clk_io_pct 0.2

create_clock -name clk0 -period $clk_period [get_ports {clk_i}]

set non_clock_inputs [all_inputs -no_clocks]
set_input_delay [expr $clk_period * $clk_io_pct] -clock clk0 $non_clock_inputs
set_output_delay [expr $clk_period * $clk_io_pct] -clock clk0 [all_outputs]

===== design.v =====
module i2c_remap
  (
   input         clk_i,
   input         rstn_i,
   input         rw_dw_mode_i,
   input         rw_addmode_i,
   input         rw_ack_i,
   input         rw_pec_i,
   input         rw_start_i,
   input         rw_stop_i,
   input [9:0]   rw_add_i,
   input [6:0]   rw_add2_i,
   input         rw_engc_i,
   input         rw_enpec_i,
   input [7:0]   rw_dr_i,
   input         rw_endual_i,
   input         rw_smbus_i,  
   input         rw_enarp_i,
   input         rw_alert_i,
   input         rw_smbtype_i,  
   input         rw_nostretch_i,
   input         rw_pos_i,
   input         rw_swrst_i,
   input         rw_timeout_i,
   input         rr_addr_i,
   input         rr_msl_i,
   input         rr_busy_i,
   input         rr_tra_i,  
   input         rr_txe_i,
   input         rr_rxne_i,
   input         rr_btf_i,
   input [7:0]   rr_pec_i,
   input         rr_sb_i,
   input [5:0]   rw_freq_i,
   input [11:0]  rw_ccr_i,
   input         rw_fsmode_i,
   input         rw_duty_i,
   input         p_det_i,
   input         s_det_i,
   input         rw_pe_i,
   input         rd_dr_i,
   input         nack_by_dma_i,
   input         ph_addr_i,
   input         rx_push_i,
   input         tx_pop_i,
   input         mst_set_add10_i,
   input         mst_set_addr_i,
   output [8:0]  tx_pop_data_o,
   output        ic_enable_o,
   output        ic_master_o,
   output        ic_slave_en_o,
   output        ic_10bit_mst_o,
   output        ic_10bit_slv_o,
   output        ic_ack_general_call_o,
   output [11:0] ic_tar_o,
   output [9:0]  ic_sar_o,
   output [15:0] ic_hcnt_o,
   output [15:0] ic_lcnt_o,
   output [15:0] ic_sda_hold_o,  
   output        ic_srst_o,
   output        tx_empty_o,
   output        rd_dr_sync_o,
   output        rw_dw_mode_sync_o,
   output        rw_start_sync_o,
   output        rw_stop_sync_o,
   output        rw_ack_sync_o,
   output reg    rw_pec_sync_o,
   output        rw_endual_sync_o,
   output        rw_alert_sync_o,
   output        rw_nostretch_sync_o,
   output        rw_timeout_sync_o,
   output [6:0]  rw_add2_sync_o,
   output [7:0]  rw_dr_sync_o,
   output        rr_msl_sync_o,
   output        rr_busy_sync_o,
   output        rr_sb_sync_o,
   output        rr_tra_sync_o,
   output        rr_txe_sync_o,
   output        rr_rxne_sync_o,
   output        rr_btf_sync_o
   );
    wire         rw_pec_sync_raw ;
    reg          pec_sync_raw_r ;
    wire [15:0]  hcnt_ss  = {4'b0,rw_ccr_i};
    wire [15:0]  lcnt_ss  = {4'b0,rw_ccr_i};
    wire [15:0]  hcnt_fs  = ~rw_duty_i ? {4'b0,rw_ccr_i} : {1'b0,rw_ccr_i,3'b0} + {4'b0,rw_ccr_i} ;
    wire [15:0]  lcnt_fs  = ~rw_duty_i ? {3'b0,rw_ccr_i,1'b0} : {rw_ccr_i,4'b0} ;
    assign ic_hcnt_o  = rw_fsmode_i ? hcnt_fs : hcnt_ss ;
    assign ic_lcnt_o  = rw_fsmode_i ? lcnt_fs : lcnt_ss ;
    assign ic_sda_hold_o = {10'b0,rw_freq_i} >> 1 ;
    assign ic_enable_o = rw_pe_i;
    assign ic_master_o  = rr_msl_i;
    assign ic_slave_en_o  = ~rr_msl_i ;
    assign ic_10bit_slv_o = rw_addmode_i ;
    assign ic_10bit_mst_o  = rw_addmode_i ;
    assign ic_ack_general_call_o  = rw_engc_i ;
    assign ic_sar_o  = rw_addmode_i ? rw_add_i : {3'b0,rw_add_i[7:1]} ;
    assign tx_empty_o = 1'b0 ;
    assign tx_pop_data_o  = {~rr_tra_i, (rw_pec_sync_o ? rr_pec_i : rw_dr_i)} ;
    assign ic_tar_o  = 10'h3ff ;
    assign ic_srst_o = rw_swrst_i | ~rr_msl_i & rw_timeout_i;  
    reg  rw_ack_delay ;
    reg  rw_pec_delay ;
    reg  ph_addr_r ;
    always @(posedge clk_i or negedge rstn_i) begin
        if (!rstn_i) begin
            ph_addr_r <= 1'b0;
        end
        else begin
            ph_addr_r <= ph_addr_i;
        end
    end
    assign rr_msl_sync_o  = rr_msl_i;
    assign rr_busy_sync_o = rr_busy_i;
    assign rd_dr_sync_o   = rd_dr_i;
    assign rr_sb_sync_o   = rr_sb_i;
    assign rw_dr_sync_o      = rw_dr_i;
    assign rw_dw_mode_sync_o = rw_dw_mode_i;
    assign rr_tra_sync_o    = rr_tra_i;    
    assign rw_ack_sync_o    = (rw_pos_i ? rw_ack_delay : rw_ack_i) & (~rw_pec_sync_o | (rr_pec_i == 8'h0)) & ~nack_by_dma_i;
    assign rw_pec_sync_raw  = rw_pos_i ? rw_pec_delay : rw_pec_i;    
    assign rw_start_sync_o  = rw_start_i;  
    assign rw_stop_sync_o  = rw_stop_i & ~(rw_pec_sync_o & rr_tra_i);   
    assign rw_dr_sync_o   = rw_dr_i;
    assign rw_nostretch_sync_o = rw_nostretch_i ;  
    assign rr_txe_sync_o  = ph_addr_i ? 1'b1 : (rr_txe_i &  ~rw_pec_sync_o);  
    assign rr_rxne_sync_o  = ph_addr_i ? 1'b1 : rr_rxne_i;
    assign rr_btf_sync_o  = ph_addr_i ? 1'b0 : rr_btf_i;
    assign rw_timeout_sync_o  = rw_timeout_i ;
    always @(posedge clk_i or negedge rstn_i) begin
        if (!rstn_i) begin
            rw_ack_delay <= 1'b1;
            rw_pec_delay <= 1'b0;
        end
        else if(mst_set_addr_i) begin
            rw_ack_delay <= 1'b1;
            rw_pec_delay <= 1'b0;
        end
        else begin
            rw_ack_delay <= rx_push_i ? rw_ack_i : rw_ack_delay ;
            rw_pec_delay <= rx_push_i ? rw_enpec_i & rw_pec_i : rw_pec_delay ;
        end
    end
    assign rw_endual_sync_o  = ~rw_smbus_i ? (rw_endual_i & ~rw_addmode_i) : rw_enarp_i ;
    assign rw_add2_sync_o    = ~rw_smbus_i ? rw_add2_i : rw_smbtype_i ? 7'b0001000 : 7'b1100001 ;
    assign rw_alert_sync_o   = rw_smbus_i & ~rw_smbtype_i & rw_alert_i ;  
    always @(posedge clk_i or negedge rstn_i) begin
        if (!rstn_i) begin
            pec_sync_raw_r <= 1'b0;
            rw_pec_sync_o  <= 1'b0;
        end
        else if(~rw_pe_i | p_det_i | s_det_i) begin
            pec_sync_raw_r <= 1'b0;
            rw_pec_sync_o  <= 1'b0;
        end
        else begin
            pec_sync_raw_r <= rw_pec_sync_raw ;
            rw_pec_sync_o  <= (rw_pec_sync_raw & ~pec_sync_raw_r) ? 1'b1 : tx_pop_i ? 1'b0 : rw_pec_sync_o ;
        end
    end
endmodule

===== run.sh =====
#!/bin/bash
# OpenROAD 26Q1-2900-gdf79404cd8, Yosys 0.63+post, stock flow scripts
make -C /OpenROAD-flow-scripts/flow DESIGN_CONFIG=/design/flow/config.mk WORK_HOME=/design/flow/orfs finish

==> results.sh <==
# physical design summary
export IMPL_io_pins=209
export IMPL_drc_errors=0
export IMPL_worstPathRequired_ps=3200
export IMPL_vias_per_cell=4.32
export IMPL_grt_total_usage_pct=11.3
export IMPL_p_total_mw=0.490
export IMPL_coreArea_um2=8220
export IMPL_drtAntennaViolNets=0
export IMPL_routed_wl_um=7750
export IMPL_rows=33
export IMPL_skew_ps=4.05
export IMPL_drt_iter0_drc=97
export IMPL_place_inst=492
export IMPL_cellLeakagePower_nw=1.48
export IMPL_startpoint="rw_ccr_i[6]"
export IMPL_pre_cts_ws_ps=-46.8
export IMPL_powerDensity_nw_per_um2=141
export IMPL_fp_util_pct=22.0
export IMPL_clk_pin_slew_ps=30
export IMPL_layout_drive_gt1_share_pct=16.5
export IMPL_yosysCellCount=247
export IMPL_grt_max_degree=27
export IMPL_clk_latency_ps=220
export IMPL_area_growth_syn_to_layout_pct=92.7
export IMPL_layout_top_cell="clkdlybuf4s50_1"
export IMPL_crit_path_start_kind="primary input"
export IMPL_port_buffers=157
export IMPL_die_area_um2=12500
export IMPL_min_period_ps=3880
export IMPL_yosysWarnings=1
export IMPL_hold_start="pec_sync_raw_r"
export IMPL_grt_pass1_vias=2202
export IMPL_holdWs_ps=509
export IMPL_grt_pass1_wl_um=11900
export IMPL_critical_path_class="primary input to output pin"
export IMPL_fillers=783
export IMPL_netlist_area_um2=1810
export IMPL_fin_util_pct=42.4
export IMPL_ys_types=53
export IMPL_grt_remaining_overflow=0
export IMPL_ctsHoldBuffers=0
export IMPL_ctsLongestPathBuffers=2
export IMPL_antenna_found_initial=0
export IMPL_endpoint_kind="output pin"
export IMPL_clock_sinks=4
export IMPL_edf_count=0
export IMPL_numCtsBuffers=3
export IMPL_worst_slack_ps=120
export IMPL_crit_fanout=5
export IMPL_die_w_um=112
export IMPL_root_buffer="clkbuf_8"
export IMPL_syn_area_per_cell_um2=7.31
export IMPL_synthArstFlopShare_pct=100
export IMPL_cp_data_arrival_time_ps=3080
export IMPL_r2r_start="rw_pec_sync_o"
export IMPL_setup_viol=0
export IMPL_fin_cells=499
export IMPL_dp_hpwl_um=6740
export IMPL_finalHoldViolations=0
export IMPL_hold_class="flop to flop"
export IMPL_h_tree_depth=1
export IMPL_syn_inst=247
export IMPL_maxSlewViolCount=0
export IMPL_wl_per_cell_um=15.5
export IMPL_design_area_um2=3480
export IMPL_fin_crit_sh_pct=97.0
export IMPL_ys_flop_type="dfrtp_1"
export IMPL_tool_warnings=28
export IMPL_status="completed"
export IMPL_cts_tree="yes"
export IMPL_lay_top_cells="152 x clkdlybuf4s50_1, 28 x buf_4, 24 x conb_1, 17 x mux2_2, 16 x nor2_1"
export IMPL_firstDrtPassIters=4
export IMPL_fmax_mhz=258
export IMPL_vias=2155
export IMPL_finalWeightedCongestion=0.889
export IMPL_setup_tns_ps=0
export IMPL_numSynthFlops=4
export IMPL_die_h_um=112
export IMPL_ys_area_um2=1810
export IMPL_antennaDiodeCount=0
export IMPL_placed_cell_area_um2=3330
export IMPL_synth_seq_share_pct=5.61
export IMPL_vdd_drop_max_v=0.0000571
export IMPL_drv_cap=0
## critical path, cell delays in order
cell and delay [ps]:
clkdlybuf4s50_1 480, buf_4 190, ha_2 370, o21a_1 160, o221ai_1 130, a31oi_2 170, mux2_1 340, clkdlybuf4s50_1 440
## path summary, 6_finish.rpt
check	end	slack (ps)	depth (start not counted)
max reg2reg	rw_pec_sync_o	2820	2
min in group asynchronous	pec_sync_raw_r	780	1
max in group asynchronous	rw_ack_delay	2980	1
min	rw_pec_sync_o	510	2
min reg2reg	rw_pec_sync_o	510	2
max	ic_hcnt_o[14]	120	8
## cells by family (layout without fill, tap and decap cells)
| group | count (synthesis) | after routing | synth area share [%] |
|---|---|---|---|
| multiplexers | 31 | 31 | 18.8 |
| AND/OR/NAND/NOR | 71 | 71 | 21.0 |
| other | 2 | 24 | 0.416 |
| adder cells (fa/ha/maj) | 10 | 10 | 7.34 |
| XOR/XNOR | 3 | 3 | 1.45 |
| AND-OR/OR-AND | 50 | 50 | 18.3 |
| flip-flops | 4 | 4 | 5.61 |
| buffers and inverters | 76 | 201 | 27.1 |
## synth_stat cells (all sizes together) (4+ instances only)
cell    count  share of area (%)
o21ai      11                3.0
nor2b       8                2.8
nand3       5                1.4
and2        5                1.7
a21o        4                1.7
nand2      12                2.5
nor3b       4                1.7
inv        12                2.5
clkbuf      7                1.5
and3        5                1.7
ha          9                6.2
nor2       16                3.3
mux2i      11                6.1
buf        57                 23
a21oi      15                4.2
mux2       20                 13
## report_power, final
group          switching, mW  internal, mW  leakage [nW]
clock                 0.0199        0.0680        0.0228
combinational          0.117         0.240          1.41
sequential           0.00135        0.0427        0.0518
total                  0.139         0.351          1.48
## routing by layer
layer	part of all wire (%)	GRT usage, %	vias to the layer above
met1	40	13.0	945
met3	12	5.54	2
met4	0.28	0.592	0
met2	47	19.4	112
met5	0	0	-
li1	-	-	1096
## repair_timing
item,in CTS,in global routing
gates resized,4,12
setup buffers,1,2
pin swaps,3,4
endpoints found under the setup margin,3,7
## cell type report
type	count	area [µm²]	share of cell area, %
clock buffers	4	45.0	1.29
inverters	12	45.0	1.29
flip-flops and latches	4	101	2.91
well taps	105	131	3.77
repair buffers	185	1790	51.4
multi-input cells	189	1370	39.3
## state kept, by name (all words and copies together) (netlist names)
signal          count
pec_sync_raw_r      1
rw_ack_delay        1
rw_pec_sync_o       1
rw_pec_delay        1
Power figures rest on the tool's default switching activity, not on a simulated workload.
